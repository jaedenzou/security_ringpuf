===== /design/flow/config.mk =====
export PLATFORM = sky130hd
export DESIGN_NAME = counter_12
export DESIGN_NICKNAME = counter_12
export VERILOG_FILES = /design/flow/design.v
export SDC_FILE = /design/flow/constraint.sdc
export NUM_CORES = 4
export LEC_CHECK = 1
export CORE_AREA = 10 10 73 73
export DIE_AREA = 0 0 83 83

===== /design/flow/constraint.sdc =====
current_design counter_12

set clk_period 2.4
set clk_io_pct 0.2

create_clock -name clk0 -period $clk_period [get_ports {clk}]

set non_clock_inputs [all_inputs -no_clocks]
set_input_delay [expr $clk_period * $clk_io_pct] -clock clk0 $non_clock_inputs
set_output_delay [expr $clk_period * $clk_io_pct] -clock clk0 [all_outputs]

===== /design/flow/design.v =====
`timescale 1ns / 1ps
module counter_12 (
output reg  [11:0] out      ,   
input  wire		   enable   ,   
input  wire       clk      ,   
input  wire       reset        
);
always @(posedge clk or posedge reset)
if (reset) begin  
  out <= 12'b0;
end else if (enable) begin
  out <= out + 1;
end else begin
  out <= out;
end
endmodule 

===== /design/flow/run.sh =====
#!/bin/bash
# OpenROAD 26Q1-2900-gdf79404cd8, Yosys 0.63+post, stock flow scripts
make -C /OpenROAD-flow-scripts/flow DESIGN_CONFIG=/design/flow/config.mk WORK_HOME=/design/flow/orfs finish

==> qor.yml <==
outcome: "completed"
std_cell_rows: 22
dpl.hpwl_microns: 939
dr.pass1.iters: 2
warnings: 25
clockPowerShare_pct: 24.3
ir_drop_v: 0.000399
wl_mm: 1.15
placed_cell_area_sq_um: 717
core_sq_um: 3740
antenna_cells: 0
dp.cells: 105
clk_pin_slew_ns: 0.05
hold_buffers: 0
routed.top_layer: "met4"
yosysUniqueCellTypes: 12
r2r_start: "out[0]$_DFFE_PP0P_"
syn_inst: 43
end_kind: "output port"
p_leak_nw: 0.330
arrival_ns: 1.18
drc: 0
synthToLayoutAreaGrowth_pct: 46.7
ant_nets: 0
crit_type: "reg2out"
slew_viol_final: 0
max_stage_delay_ns: 0.51
power.density_nw_per_um2: 935
maxCapViolCount: 0
cts_sinks: 12
grt_use_total_pct: 3.23
critical-path-top-delay-family: "buffers and inverters"
root_buffer: "clkbuf_8"
grt_pass1_vias: 354
drt_iter0_markers: 10
die_h_microns: 83
antenna_found_initial: 0
rrSetupSlack_ns: 1.17
setup-violations-final: 0
reg_top3: "out x12"
cts_setup_buffers: 0
met2_wirelength_microns: 504
drive_gt1_share_pct: 8.33
power_frac_comb_pct: 28.4
io_pins: 15
min_from: "out[11]$_DFFE_PP0P_"
finalNonFillerCells: 108
path_depth: 1
cts_resized: 0
cp_cell_sequence: "clkdlybuf4s50_1"
seq_area_frac_synth_pct: 58.1
cts_tree: "done"
p_sw_share_pct: 27.3
port-buffer-count: 14
crit-reg2reg-capture: "out[8]$_DFFE_PP0P_"
internal_power_mw: 0.515
largest_register_ffs: 12
synth-seq-cells: 12
rsz0062_at_grt: "no"
via_count: 359
power.switching_mw: 0.193
hold_viol: 0
stdcell_area_sq_um: 758
cp.required_ns: 1.92
drt-met1-wl_microns: 562
gr-total-overflow: 0
rr_worst_depth: 4
wire_per_inst_microns: 10.7
htreeDepth: 1
synth-warning-count: 1
seqPwrFrac_pct: 47.3
die_width_microns: 83
slew_headroom_pct: 70.7
critPathLaunchType: "flop"
path_max_fanout: 6
fin_hold_ws_ns: 0.474
clkLatencyLatePin_ns: 0.23
grt_max_degree: 13
cp.buffers_inverters: 1
floorplanUtilization_pct: 13.8
ys_cells: 43
routed_via_density: 3.32
syn_area_sq_um: 517
tightest_slew_ns: 0.440
fillCellCount: 425
min_path_type: "reg2reg"
top_register: "out"
numCtsBuffers: 3
min_to: "out[11]$_DFFE_PP0P_"
cts.path.max_buffers: 2
min_delay_path_depth: 1
crit_path_top_delay_cell: "clkdlybuf4s50_1"
grt_pass1_wl_mm: 1.84
final.period_utilization_pct: 69.3
ys_chip_area_sq_um: 517
setup_tns_ns: 0
wl_met3_microns: 82
synth_area_per_cell_sq_um: 12.0
max_freq_ghz: 0.601
place.gp.congestion: 0.798
skew_ns: 0.00108
min_period_ns: 1.66
die_area_sq_um: 6890
==> per-stage QoR <==
stage | power (mW) | setup WS [ns] | util (%)
3_3_place_gp | 0.541 | 0.651 | 19.2
6_report | 0.709 | 0.736 | 20.3
4_1_cts | 0.728 | 0.715 | 20.3
2_1_floorplan | 0.398 | 1.30 | -
3_5_place_dp | 0.549 | 0.639 | 19.2
5_1_grt | 0.758 | 0.676 | 20.3
==> cells in the final DEF, fill, tap and decap left out <==
master	Yosys	final
and3_1	3	3
clkbuf_8	0	3
clkdlybuf4s50_1	0	14
dfrtp_1	12	12
ha_1	1	1
inv_1	1	1
mux2_2	1	1
nand2_1	5	5
nand4_1	4	4
nand4_2	1	1
nor2_1	2	2
nor3_1	2	2
xnor2_1	6	6
xor2_1	5	5
==> cells by family after synthesis <==
group	after synthesis	synth area share, %
buffers and inverters	1	0.726
muxes	1	2.18
xor gates and xnor gates	11	18.6
adders and majority gates	1	2.42
DFF	12	58.1
and+or+nand+nor	17	17.9
==> power groups by stage <==
stage	combinational (mW)	sequential, mW	clock [mW]
after CTS	0.211	0.336	0.180
final	0.201	0.336	0.172
after global routing	0.222	0.348	0.187
==> worst max-delay path by stage <==
stage | start | endpoint | slack, ns
final | out[7]$_DFFE_PP0P_ | out[7] | 0.74
after CTS | out[7]$_DFFE_PP0P_ | out[7] | 0.72
after global routing | out[7]$_DFFE_PP0P_ | out[7] | 0.68
==> layer usage <==
layer  vias to the layer above  GRT usage, %
met5                         -             0
met2                        12          4.68
met3                         2          1.87
met1                       163          4.24
met4                         0         0.154
li1                        182             -
==> synthesized netlist by cell type <==
library cell  number  area share [%]
nand4_2            1             2.4
and3_1             3             3.6
ha_1               1             2.4
xnor2_1            6              10
dfrtp_1           12              58
nor3_1             2             1.9
inv_1              1            0.73
mux2_2             1             2.2
nand4_1            4             4.8
nor2_1             2             1.5
xor2_1             5             8.5
nand2_1            5             3.6
==> final cells by class <==
cell class | instances | area, sq um | area share, %
clock buffers | 3 | 41.3 | 5.45
flip-flops and latches | 12 | 300 | 39.6
well taps | 48 | 60.1 | 7.92
repair buffers | 14 | 140 | 18.5
inverters | 1 | 3.75 | 0.495
multi-input cells | 30 | 213 | 28.1
Power and IR drop assume default switching activity.
